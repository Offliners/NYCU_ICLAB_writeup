<file path="./design.v">
module CNC(
    clk,
    rst_n,
    IN_VALID,
    MODE,
    IN,
    OUT_VALID,
    OUT
);
input           clk, rst_n, IN_VALID;
input   [ 1:0]  MODE;
input   [ 7:0]  IN;
output          OUT_VALID;
output  [16:0]  OUT;
parameter s_idle = 3'd0; 
parameter s_input = 3'd1;
parameter s_add = 3'd2;
parameter s_sub = 3'd3;
parameter s_mul = 3'd4;
parameter s_output = 3'd6; 
reg        OUT_VALID;
reg [16:0] OUT;
reg [2:0] current_state, next_state;
reg [1:0] cnt;
reg [1:0] MODE_r;
reg signed  [7:0] A, B, C, D;
reg signed [16:0] E, F;
wire       [16:0] ACC_OUT;
reg signed  [8:0] ACC_A, ACC_B;
reg signed [15:0] ACC_C;
always @ (posedge clk) begin
    if(!rst_n)
        current_state <= s_idle;
    else
        current_state <= next_state;
end
always @ (*) begin
    case(current_state)
		s_idle: if(IN_VALID) next_state = s_input;
				else         next_state = s_idle;
		s_input: if(cnt==2'd2)
					 case(MODE_r)
					 2'd0: next_state = s_add;
					 2'd1: next_state = s_sub;
					 2'd2: next_state = s_mul;
					 default: next_state = s_input;
					 endcase
				 else
					 next_state = s_input;
		s_add:   if(cnt==2'd1) next_state = s_output;
				 else next_state = s_add;
		s_sub:   if(cnt==2'd1) next_state = s_output;
				 else next_state = s_sub;
		s_mul:   if(cnt==2'd3) next_state = s_output;
				 else next_state = s_mul;
		s_output: if(cnt==2'd1) next_state = s_idle;
				 else next_state = s_output; 
		default: next_state = current_state;
    endcase
end
always @ (posedge clk) begin
    if(!rst_n)
        cnt <= 2'b0;
    else
		case(current_state)
			s_idle: cnt <= 2'b0;
			s_input: if(cnt==2'd2) cnt <= 2'b0;
					 else cnt <= cnt+1'b1;
			s_add:   if(cnt==2'd1) cnt <= 2'b0;
					 else cnt <= cnt+1'b1;
			s_sub:   if(cnt==2'd1) cnt <= 2'b0;
					 else cnt <= cnt+1'b1;
			s_mul:   if(cnt==2'd3) cnt <= 2'b0;
					 else cnt <= cnt+1'b1;
			s_output: if(cnt==2'd1) cnt <= 2'b0;
					 else cnt <= cnt+1'b1;
			default: cnt <= cnt;
		endcase
end
always @ (posedge clk) begin
    if(!rst_n)
        MODE_r <= 2'b0;
    else
		case(current_state)
			s_idle: if(IN_VALID) MODE_r <= MODE;
			default: MODE_r <= MODE_r;
		endcase
end
always @ (posedge clk) begin
    if(!rst_n)
        A <= 8'b0;
    else
		case(current_state)
			s_input: if(IN_VALID) A <= B;
			default: A <= A;
		endcase
end
always @ (posedge clk) begin
    if(!rst_n)
        B <= 8'b0;
    else
		case(current_state)
			s_input: if(IN_VALID) B <= C;
			default: B <= B;
		endcase
end
always @ (posedge clk) begin
    if(!rst_n)
        C <= 8'b0;
    else
		case(current_state)
			s_input: if(IN_VALID) C <= D;
			default: C <= C;
		endcase
end
always @ (posedge clk) begin
    if(!rst_n)
        D <= 8'b0;
    else
		case(current_state)
			s_idle: if(IN_VALID) D <= IN;
			s_input: if(IN_VALID) D <= IN;
			default: D <= D;
		endcase
end
assign ACC_OUT = ACC_C + ACC_A * ACC_B;
always @ (*) begin
    case(current_state)
		s_add: if(cnt==2'b0) ACC_C = A; else ACC_C = B;
		s_sub: if(cnt==2'b0) ACC_C = A; else ACC_C = B;
		s_mul:begin 
			if(cnt==2'b0) ACC_C = 0;
		       else if(cnt==2'b1)  ACC_C = E;
               else if(cnt==2'd2)  ACC_C = 0;
               else ACC_C = F;
		end
		default: ACC_C = 8'b0;
    endcase
end
always @ (*) begin
    case(current_state)
		s_add: if(cnt==2'b0) ACC_A = C; else ACC_A = D;
		s_sub: if(cnt==2'b0) ACC_A = C; else ACC_A = D;
		s_mul: begin
			if(cnt==2'b0) ACC_A = A;
			else if(cnt==2'b1)  ACC_A = B;
            else if(cnt==2'd2)  ACC_A = A;
            else  ACC_A = B;
		end
		default: ACC_A = 8'b0;
    endcase
end
always @ (*) begin
    case(current_state)
		s_add: ACC_B = 8'b1;
		s_sub: ACC_B = -1;
		s_mul: if(cnt==2'b0) ACC_B = C;
		       else if(cnt==2'b1)  ACC_B = -D;
               else if(cnt==2'd2)  ACC_B = D;
               else ACC_B = C;
		default: ACC_B = 8'b0;
    endcase
end
always @ (posedge clk) begin
    if(!rst_n)
        E <= 17'b0;
    else
    case(current_state)
		s_add: if(cnt==2'b0) E <= ACC_OUT; else E <= E;
		s_sub: if(cnt==2'b0) E <= ACC_OUT; else E <= E;
		s_mul: begin
			if(cnt==2'd0 || cnt==2'd1) E <= ACC_OUT;  
			else E <= E;
		end
		default: E <= E;
    endcase
end
always @ (posedge clk) begin
    if(!rst_n)
        F <= 17'b0;
    else
    case(current_state)
		s_add: if(cnt==2'b1) F <= ACC_OUT; else F <= F;
		s_sub: if(cnt==2'b1) F <= ACC_OUT; else F <= F;
		s_mul: begin
			if(cnt==2'd2 || cnt==2'd3) F <= ACC_OUT;  
			else F <= F;
		end
		default: F <= F;
    endcase
end
always @ (posedge clk) begin
    if(!rst_n)
        OUT_VALID <= 1'b0;
    else
		case(current_state)
		s_output: OUT_VALID <= 1'b1;
		default: OUT_VALID <= 1'b0;
		endcase
end
always @ (posedge clk) begin
    if(!rst_n)
        OUT <= 17'b0;
    else
		case(current_state)
		s_output: if(cnt==2'b00) OUT <= E; else OUT <= F;
		default: OUT <= 17'b0;
		endcase
end
endmodule
</file>
<file path="./constraint.sdc">
current_design CNC

set clk_period 8.9
set clk_io_pct 0.2

create_clock -name clk0 -period $clk_period [get_ports {clk}]

set non_clock_inputs [all_inputs -no_clocks]
set_input_delay [expr $clk_period * $clk_io_pct] -clock clk0 $non_clock_inputs
set_output_delay [expr $clk_period * $clk_io_pct] -clock clk0 [all_outputs]
</file>
<file path="./run.sh">
#!/bin/bash
# OpenROAD 26Q1-2900-gdf79404cd8, Yosys 0.63+post, stock flow scripts
make -C /OpenROAD-flow-scripts/flow DESIGN_CONFIG=/design/flow/config.mk WORK_HOME=/design/flow/orfs finish
</file>
<file path="./config.mk">
export PLATFORM = sky130hd
export DESIGN_NAME = CNC
export DESIGN_NICKNAME = CNC
export VERILOG_FILES = /design/flow/design.v
export SDC_FILE = /design/flow/constraint.sdc
export NUM_CORES = 4
export LEC_CHECK = 1
export CORE_UTILIZATION = 30
</file>
==> deck_impl_summary.md <==
Implementation Results

Status
  – Status: finished, final reports clean

Synth
  – Main synth FF type: dfxtp_1
  – Yosys cell count: a little under 1000
  – Number of enable flip-flop cells: 0
  – Ys Warns: 1
  – Synth unique cells: between 60 and 70
  – Post-synthesis sequential area ratio: 23.8%
  – Mean post-synth cell area: 8.21 µm²
  – Yosys stat chip area: 7920 µm²
  – Cells after Synth: 964
  – Synth Cell Area: between 7000 and 8000 µm²
  – Post-synth ARST share: 0%
  – Flops after synth: 94

Setup path
  – Required @ worst endpoint: 9.13 ns
  – Crit-path cells: inv_1 -> ha_1 -> nor2_1 -> nor2_1 -> mux2i_1 -> o21ai_0 -> nand2_1 -> fa_1 -> fa_1 -> fa_1 -> fa_1 -> fa_1 -> inv_1 -> ha_1 -> a21o_1 -> a2111oi_0 -> o21ai_0 -> o22ai_1 -> xor2_1 -> o21ai_0
  – Reg2reg path depth: 20
  – Startpoint Class: flip-flop
  – Critical path peak fanout: 15
  – Max incr delay on CP: 0.77 ns
  – CP endpoint kind: flip-flop
  – R2R setup slack: 1.61 ns
  – Data arrival, critical path: around 7.5 ns
  – Crit path max-delay cell type: fa_1
  – Crit-path most repeated cell: fa_1
  – Reg-to-reg endpoint: F[15]$_SDFFE_PN0P_
  – Worst r2r src: cnt[0]$_SDFFE_PN0P_
  – CP Class: reg -> reg

Power
  – Net Sw Power: 0.233 mW
  – P per Cell Area: between 100 and 150 nW/µm²
  – Leakage: between 3 and 4 nW
  – Overall Power: between 0.8 and 0.9 mW
  – Clock Power Share: 42.9%
  – P_int: 0.654 mW
  – Combinational Power Share: about 8%
  – Switching share of power: 26.3%
  – Peak supply drop: 0.0000773 V
  – Seq pwr share: ~50%

Timing
  – Hold Fails Final Rpt: 0
  – RSZ-0062 raised after global routing: false
  – Max-slew violation count: 0
  – TNS Setup: 0 ns
  – Final setup fails: 0
  – Fmax: about 0.14 GHz
  – Worst Skew: 0.0117 ns
  – Worst Max-Slew Pin Slew: about 0.86 ns
  – Final critical-path required period: between 7 and 8 ns
  – Final Cycle Share: 81.9%
  – Slew Limit Headroom: 42.3%

Drt
  – Vias: 6387
  – Final wirelength: 18800 µm
  – DRC Markers: 0
  – Number of diodes: 0
  – Detailed Route Iter0 Violations: 375
  – Post-route ant nets: 0
  – DRT Pass-1 Iters: 5
  – Via density: 4.89
  – Routed len/inst: approximately 14 µm

Placement
  – Port bufs: 30
  – Routability Congestion: 0.937
  – Placed insts: 1289
  – Placed inst area: between 8000 and 9000 µm²
  – Detailed Place HPWL: 14400 µm

Global routing
  – Largest net degree at the start of global routing: 61
  – Initial antenna violation count: 0
  – Total grt overflow: 0
  – GR Util All Layers: 15.0%
  – Global-route wire length before repair: around 31000 µm
  – Vias in the first global route: 6135

Cells and area
  – Layout overhead on the synthesized area: 11.0%
  – Logic area: 5360 µm²
  – Final Cell Area: 8790 µm²
  – Non-Filler Instances: 1305
  – Layout filler cell count: 2699
  – Register Area: approximately 1900 µm²
  – Layout cells sized above 1: 4.23%

Die
  – Die area: 27000 µm²
  – Cell row count: 59
  – Die extent in y: 164 µm
  – Die W: 164 µm
  – Core region area: between 20000 and 30000 µm²
  – IO Count: 31
  – FP Util: a little under a third

Clocking
  – Hold_buf cts: 0
  – Clock-pin slew on the worst setup and hold paths: 0.08 ns
  – CTS Buffer Depth: 2
  – CTS tree: done
  – Number of buffers created by CTS: 9
  – CTS sink cnt: 94
  – CTS root buf: clkbuf_16
  – # Post-CTS Setup Buffers: 0
  – CTS resizes: 0
  – H-tree depth reported by CTS: 3
  – Later-pin clock latency in the skew report: 0.36 ns

Worst hold path
  – Hold Path Origin: F[3]$_SDFFE_PN0P_
  – Hold Path End: F[3]$_SDFFE_PN0P_
  – Worst Hold Depth: 2
  – HP Class: reg -> reg

Run
  – Tool warnings: 33
  – Max cap viols: 0
cell usage in the layout, fill, tap and decap left out, types with 15 or more instances in the layout:
cell type and instances:
nand2_1 127, inv_1 122, nor2_1 99, dfxtp_1 94, a21oi_1 78, fa_1 75, ha_1 56, o21ai_0 49
mux2i_1 43, clkdlybuf4s50_1 30, nand3_1 21, xnor2_1 15
state kept, by name (all words and copies together), names as in the netlist:
name and cells:
F 17, OUT_VALID 1, C 8, OUT 17, D 8, current_state 6
MODE_r 2, cnt 2, B 8, E 17, A 8
area by class of cell:
cell class              count  area share, %
clock buffers              10           2.72
repair buffers             39           4.18
flip-flops and latches     94           21.4
multi-input cells         696           61.0
clock inverters             6          0.583
well taps                 335           4.77
inverters                 125           5.34
kinds of logic (layout without fill, tap and decap cells):
family	Yosys count	count (layout)	synth area share [%]
xor+xnor	18	18	1.99
mux	45	45	5.72
simple gates	298	298	16.5
compound gates	203	203	15.5
fa+ha+maj	132	132	28.0
buf+inv	174	180	8.52
flops	94	94	23.8
synthesized netlist by cell type, types with 3 or more instances:
master    instances  area share [%]
clkbuf_1         29             1.4
o211ai_1          5            0.47
and2_1            3            0.24
a22oi_1          11             1.0
a21oi_1          78             4.9
o22a_1            8            0.88
xnor2_1          15             1.7
a31oi_1           6            0.47
a21o_1            9            0.85
or2_2             3            0.24
nand3_1          21             1.3
inv_1           123             5.8
buf_2            14            0.88
dfxtp_1          94              24
or2_1             3            0.24
o21ai_1           3            0.19
xor2_1            3            0.33
buf_1             5            0.24
nand2_1         127             6.0
nor3b_1           7            0.66
fa_1             75              19
o221ai_1          3            0.33
ha_1             57             9.0
o22ai_1           8            0.63
nor4_1            3            0.24
o21ai_0          49             3.1
nand2b_1          8            0.63
nand4_1           6            0.47
nor2b_1           6            0.47
nor2_1           99             4.7
mux2i_1          43             5.4
power by group through the flow:
stage	Sequential, mW	Combinational, mW	Clock, mW
CTS	0.435	0.0714	0.392
global route	0.436	0.0783	0.412
finish	0.435	0.0716	0.380
critical path, delay by kind of cell (launching register included):
family	cells	cell delay, ns
DFF	1	0.36
muxes	1	0.18
and+or+nand+nor	3	0.83
xor gates and xnor gates	1	0.18
adders and majority gates	7	3.77
buffers and inverters	2	0.21
AOI/OAI and AO/OA	6	1.62
worst max path at each step:
stage	start	endpoint	slack, ns	depth (start not counted)
4_1_cts	cnt[0]$_SDFFE_PN0P_	F[15]$_SDFFE_PN0P_	1.59	21
5_1_grt	cnt[0]$_SDFFE_PN0P_	F[15]$_SDFFE_PN0P_	1.02	21
6_report	cnt[0]$_SDFFE_PN0P_	F[15]$_SDFFE_PN0P_	1.61	20
through the flow:
| stage | util, % | hold slack (ns) | setup slack, ns |
|---|---|---|---|
| after floorplan | - | 0.443 | 2.77 |
| after global placement | 32.7 | 0.457 | 1.77 |
| after detailed placement | 32.7 | 0.462 | 1.68 |
| after CTS | 33.8 | 0.474 | 1.59 |
| after global routing | 33.8 | 0.496 | 1.02 |
| final | 33.8 | 0.473 | 1.61 |
per-layer routing:
metal	GRT usage [%]	part of all wire, %	wire length [µm]
met5	0	0	0
met4	1.42	0.97	182
met3	3.69	7.3	1370
met2	22.5	44	8230
met1	23.1	48	8970
Power figures rest on the tool's default switching activity, not on a simulated workload.
