## flow/run.sh

```bash
#!/bin/bash
# OpenROAD 26Q1-2900-gdf79404cd8, Yosys 0.63+post, stock flow scripts
make -C /OpenROAD-flow-scripts/flow DESIGN_CONFIG=/design/flow/config.mk WORK_HOME=/design/flow/orfs finish
```

## flow/config.mk

```make
export PLATFORM = sky130hd
export DESIGN_NAME = CORE
export DESIGN_NICKNAME = CORE
export VERILOG_FILES = /design/flow/design.v
export SDC_FILE = /design/flow/constraint.sdc
export NUM_CORES = 4
export LEC_CHECK = 1
export CORE_AREA = 10 10 70 70
export DIE_AREA = 0 0 80 80
```

## flow/constraint.sdc

```tcl
current_design CORE

set clk_period 4.0
set clk_io_pct 0.2

create_clock -name clk0 -period $clk_period

set non_clock_inputs [all_inputs -no_clocks]
set_input_delay [expr $clk_period * $clk_io_pct] -clock clk0 $non_clock_inputs
set_output_delay [expr $clk_period * $clk_io_pct] -clock clk0 [all_outputs]
```

## flow/design.v

```verilog
module CORE (
	in_n0,
    in_n1,
    opt,
    out_n
);
input [2:0] in_n0, in_n1;
input opt;
output [3:0] out_n;
reg [3:0] in_n1_inv;
reg carry_in;
wire [3:0] tmp;
always @ (*) begin
	if(opt) begin
		in_n1_inv = {1'b1, ~in_n1};
		carry_in = 1'b1;
	end
	else begin
		in_n1_inv = {1'b0,in_n1};
		carry_in = 1'b0;
	end
end
FA FA0 (.a(in_n0[0]),.b(in_n1_inv[0]),.c_in(carry_in),.sum(out_n[0]),.c_out(tmp[0]));
FA FA1 (.a(in_n0[1]),.b(in_n1_inv[1]),.c_in(tmp[0]),.sum(out_n[1]),.c_out(tmp[1]));
FA FA2 (.a(in_n0[2]),.b(in_n1_inv[2]),.c_in(tmp[1]),.sum(out_n[2]),.c_out(tmp[2]));
HA HA3 (.a(tmp[2]),.b(in_n1_inv[3]),.sum(out_n[3]),.c_out(tmp[3]));
endmodule 
module HA(
	a, 
	b, 
	sum, 
	c_out
);
	input wire a, b;
	output wire sum, c_out;
	xor (sum, a, b);
	and (c_out, a, b);
endmodule
module FA(
	a, 
	b, 
	c_in, 
	sum, 
	c_out
);
	input   a, b, c_in;
	output  sum, c_out;
	wire   w1, w2, w3;
	HA M1(.a(a), .b(b), .sum(w1), .c_out(w2));
	HA M2(.a(w1), .b(c_in), .sum(sum), .c_out(w3));
	or (c_out, w2, w3);
endmodule
```

==> PnR_summary.wiki <==
=== Synthesis and place and route ===
{| class="wikitable"
! Metric !! Value
|-
| Routability congestion estimate || 0.722
|-
| Number of max-capacitance violations reported || 0
|-
| Wire length of the first global-routing pass || 593 um
|-
| Final Max-Slew Violation Tally || 0
|-
| Antenna viol nets, final || 0
|-
| Clk_buf instances || 0
|-
| Highest ir drop seen on vdd || about 0.016 mV
|-
| Startpoint type of the worst setup path || input port
|-
| Yosys warning count || 1
|-
| Post-layout total power || 0.0000364 W
|-
| Number of primary I/O pins || 11
|-
| DR iter-0 viols || 0
|-
| Floorplan die height || 80 um
|-
| Synth unique cells || 6
|-
| Core box area || 0.00342 mm2
|-
| Number of warnings in the stage logs || 32
|-
| Area grow syn2layout || 106%
|-
| # Cells Yosys || 15
|-
| Timing-limited maximum frequency || about 0.27 GHz
|-
| Type of destination of the critical path || output port
|-
| Max-Slew Margin vs Limit || 87.2%
|-
| Share of the clock period used by the worst path || 93.5%
|-
| Hold crit path type || in -> out
|-
| Delay-heaviest family, CP || buffers and inverters
|-
| Drt via density || about 1.5
|-
| Number of antenna violations at the first check in global routing || 0
|-
| Leading area contributor after synthesis || sky130_fd_sc_hd__fa_1
|-
| Maximum number of pins on one net before global-route repair || 5
|-
| Data arrival time at the worst-slack endpoint || between 2 and 3 ns
|-
| Shortest period the worst path allows || 3.74 ns
|-
| Required @ worst endpoint || 3.20 ns
|-
| Number of buffers and inverters on the critical path || 2
|-
| Overflow left after global routing || 0
|-
| Floorplan-stage core utilization || 3.81%
|-
| Flip-flop and latch area || 0 um2
|-
| Sequential share of the synthesized area || 0%
|-
| FP Rows || 21
|-
| Cells after Synth || 15
|-
| Synthesized chip area reported by yosys || ~130 um2
|-
| Resize count post-CTS || 0
|-
| Biggest area cells || sky130_fd_sc_hd__fa_1 (31%), sky130_fd_sc_hd__buf_4 (23%), sky130_fd_sc_hd__xnor2_1 (20%)
|-
| Total length of routed wires || 428 um
|-
| DRC violation count after routing || 0
|-
| Leakage || 0.0953 nW
|-
| Vias in the first global route || 107
|-
| Top cell area share || between 30 and 40%
|-
| Final-report setup violation count || 0
|-
| Crit-path slowest cell || sky130_fd_sc_hd__clkdlybuf4s50_1
|-
| Run status || finished clean
|-
| Critical path fanouts, max || 4
|-
| Die X-Extent || 80 um
|-
| Cells along the critical path || clkdlybuf4s50_1, xnor2_1, fa_1, fa_1, xnor2_1, clkdlybuf4s50_1
|-
| Total number of vias || 102
|-
| Worst slew pin tran || approximately 0.19 ns
|-
| Mean post-synth cell area || 8.68 um2
|-
| Number of I/O port buffers || 11
|-
| Share of layout cells above drive strength 1 || 0%
|-
| Overall chip area || 0.00640 mm2
|-
| Sum Neg Setup Slack || 0 ns
|-
| Sequential cell count || 0
|-
| Endpoints failing hold || 0
|-
| Number of optimization iterations in the first detailed-route pass || 1
|-
| Cell area after synthesis || 130 um2
|-
| Routed len/inst || 6.29 um
|-
| Synth top cells by count || sky130_fd_sc_hd__buf_4 (4), sky130_fd_sc_hd__inv_1 (4), sky130_fd_sc_hd__xnor2_1 (3)
|-
| Unrepaired setup endpoints after global routing || false
|-
| Cts-stage hold buffer count || 0
|-
| Number of buffers inserted to repair setup after CTS || 0
|-
| Final cell utilization of the core || under 10%
|-
| Critical path class || in -> out
|-
| Total global routing track utilization || under 10%
|-
| Number of antenna repair diodes || 0
|-
| Power density cells || 136 mW/mm2
|-
| Half-perimeter wire length after detailed placement || about 430 um
|-
| Slowest stage delay, CP || 0.56 ns
|}
power by group:
part | internal (W) | switching (W) | total, W
combinational | 0.0000255 | 0.0000109 | 0.0000364
sequential | 0 | 0 | 0
clock | 0 | 0 | 0
total | 0.0000255 | 0.0000109 | 0.0000364
through the flow:
stage                     hold WS, ns  cells  setup WS (ns)  area [um2]
after detailed placement         2.60     68          0.230         268
final                            2.58     68          0.260         268
after floorplan                  1.75     15           1.24         130
after global routing             2.61     68          0.169         268
after CTS                        2.60     68          0.230         268
after global placement           2.59     68          0.259         268
placed cells by master (no fill, tap or decap), drive strengths merged:
cell type and n:
clkdlybuf4s50 11, inv 4, mux2i 1, fa 2, xor2 1, xnor2 3
final timing paths:
check	start	to	slack (ns)	cells after the start
setup / recovery	opt	out_n[3]	0.26	6
hold / removal	in_n0[0]	out_n[0]	2.58	3
routing by layer:
metal  vias to the layer above  track usage, %  share of wire (%)  wire (um)
li1                         52               -                  -          -
met1                        43            1.72                 47        201
met2                         7            1.77                 40        172
met3                         0           0.682                 13         54
met4                         0               0                  0          0
met5                         -               0                  0          0
logic make-up after synthesis:
family / Yosys count / synth area share (%)
buf+inv: 8 / 34.6
xor+xnor: 4 / 26.9
fa+ha+maj: 2 / 30.8
mux: 1 / 7.69
layout make-up:
cell class | count | area (um2)
Fill cell | 408 | 3150
Timing Repair Buffer | 11 | 110
Multi-Input combinational cell | 7 | 85.1
Tap cell | 46 | 57.6
Inverter | 4 | 15.0
Power is estimated from default activity; no workload was simulated.
